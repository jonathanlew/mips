$ cat config.mk
export PLATFORM = sky130hd
export DESIGN_NAME = IDEX
export DESIGN_NICKNAME = IDEX
export VERILOG_FILES = /design/flow/design.v
export SDC_FILE = /design/flow/constraint.sdc
export NUM_CORES = 4
export LEC_CHECK = 1
export CORE_AREA = 10 10 163 163
export DIE_AREA = 0 0 173 173
export SYNTH_HDL_FRONTEND = slang
$ cat constraint.sdc
current_design IDEX

set clk_period 1.0
set clk_io_pct 0.2

create_clock -name clk0 -period $clk_period [get_ports {clk}]

set non_clock_inputs [all_inputs -no_clocks]
set_input_delay [expr $clk_period * $clk_io_pct] -clock clk0 $non_clock_inputs
set_output_delay [expr $clk_period * $clk_io_pct] -clock clk0 [all_outputs]
$ cat design.v
module IFID( 
    clk, en,  
    bubbleSel,  
    instrIn, nextPCIn,
    instrOut, nextPCOut);
    input clk, en, bubbleSel;
    input [32-1:0]   instrIn;
    input [9-1:0]    nextPCIn;
    output [32-1:0]   instrOut;
    output [9-1:0]    nextPCOut;
    vDFFE #(32) instr    (clk, en, instrIn, instrOut);
    vDFFE #(9)  nextPC   (clk, en, nextPCIn, nextPCOut);
endmodule
module IDEX( 
    clk, en,  
    bubbleSel,  
    opCodeIn, PCSelIn, immSelIn, valAIn, valBIn, rdIn, sxImmIn, aluOpIn, shiftIn, nextPCIn,
    opCodeOut, PCSelOut, immSelOut, valAOut, valBOut, rdOut, sxImmOut, aluOpOut, shiftOut, nextPCOut);
    input clk, en, PCSelIn, immSelIn, bubbleSel;
    input [6-1:0]    opCodeIn, aluOpIn;
    input [5-1:0]   rdIn, shiftIn;
    input [32-1:0]   sxImmIn, valAIn, valBIn;
    input [9-1:0]    nextPCIn;
    output PCSelOut, immSelOut; 
    output [6-1:0]   opCodeOut, aluOpOut;
    output [5-1:0]  rdOut, shiftOut;
    output [32-1:0]  sxImmOut, valAOut, valBOut;
    output [9-1:0]   nextPCOut;
    vDFFE PCSel     (clk, en, PCSelIn, PCSelOut);
    vDFFE immSel    (clk, en, immSelIn, immSelOut);
    vDFFE #(6)  opCode   (clk, en, opCodeIn, opCodeOut);
    vDFFE #(5) rd       (clk, en, rdIn, rdOut);
    vDFFE #(6)  aluOp    (clk, en, aluOpIn, aluOpOut);
    vDFFE #(5) shift    (clk, en, shiftIn, shiftOut);
    vDFFE #(32) valA     (clk, en, valAIn, valAOut);
    vDFFE #(32) valB     (clk, en, valBIn, valBOut);
    vDFFE #(32) sxImm    (clk, en, sxImmIn, sxImmOut);
    vDFFE #(9)  nextPC   (clk, en, nextPCIn, nextPCOut);
endmodule
module EXME( 
    clk, en,  
    bubbleSel,  
    opCodeIn, zeroIn, aluIn, rdIn, sxImmIn, nextPCIn,
    opCodeOut, zeroOut, aluOut, rdOut, sxImmOut, nextPCOut);
    input clk, en, zeroIn, bubbleSel;
    input [6-1:0]    opCodeIn;
    input [5-1:0]   rdIn;
    input [32-1:0]   sxImmIn, aluIn;
    input [9-1:0]    nextPCIn;
    output zeroOut; 
    output [6-1:0]    opCodeOut;
    output [5-1:0]   rdOut;
    output [32-1:0]   sxImmOut, aluOut;
    output [9-1:0]    nextPCOut;
    vDFFE #(6)  opCode   (clk, en, opCodeIn, opCodeOut);
    vDFFE zero    (clk, en, zeroIn, zeroOut);
    vDFFE #(32) alu     (clk, en, aluIn, aluOut);
    vDFFE #(5) rd       (clk, en, rdIn, rdOut);
    vDFFE #(32) sxImm    (clk, en, sxImmIn, sxImmOut);
    vDFFE #(9)  nextPC   (clk, en, nextPCIn, nextPCOut);
endmodule
module MEWB( 
    clk, en,  
    bubbleSel,  
    opCodeIn, memIn, aluIn, rdIn, sxImmIn, 
    opCodeOut, memOut, aluOut, rdOut, sxImmOut);
    input clk, en, bubbleSel;
    input [6-1:0]    opCodeIn;
    input [5-1:0]   rdIn;
    input [32-1:0]   sxImmIn, aluIn, memIn;
    output [6-1:0]    opCodeOut;
    output [5-1:0]   rdOut;
    output [32-1:0]   sxImmOut, aluOut, memOut;
    vDFFE #(6)  opCode   (clk, en, opCodeIn, opCodeOut);
    vDFFE #(32) alu     (clk, en, aluIn, aluOut);
    vDFFE #(32) mem     (clk, en, memIn, memOut);
    vDFFE #(5) rd       (clk, en, rdIn, rdOut);
    vDFFE #(32) sxImm    (clk, en, sxImmIn, sxImmOut);
endmodule
module vDFFE(clk,load,in,out);
  parameter k=1;
  input clk, load;
  input [k-1:0] in; 
  output reg [k-1:0] out;
  wire [k-1:0] next_out = load ? in : out;
  always @(posedge clk)
    out = next_out;
endmodule
module vDFF(clk,in,out);
  parameter k=1;
  input clk;
  input [k-1:0] in; 
  output reg [k-1:0] out;
  always @(posedge clk)
    out <= in; 
endmodule
$ cat run.sh
#!/bin/bash
# OpenROAD 26Q1-2900-gdf79404cd8, Yosys 0.63+post, stock flow scripts
make -C /OpenROAD-flow-scripts/flow DESIGN_CONFIG=/design/flow/config.mk WORK_HOME=/design/flow/orfs finish
==> out/results.ini <==
[outcome]
status = finished, violations left
violations = setup timing

[logic_synthesis]
ys_ff = 129
synth_warnings = 0
largest_area_cell = edfxtp_1
postSynthAreaPerCell_um2 = 30.03
ys_cells = 129
synth_cell_types = 1
yosys-stat-area_um2 = 3874
synth_seq_share = 1.000
synth_area_um2 = 3874
netlist_instances = 129
yosysTopAreaCellShare = 1.000
topCellsByArea = edfxtp_1 (100%)

[floorplan]
num_rows = 55
die_w_um = 173
initCoreUtil = 0.1696
core-area_um2 = 22850
io_pins = 261
die_h_um = 173
chipArea_um2 = 29930

[final_timing]
drv_slew = 0
final_hold_viol_count = 0
setup_ws_ps = -109.5
fmax_mhz = 901.3
fin_setup_tns_ps = -9742
setup_viol = 129
maxSlewHeadroom = 0.8688
period_minus_slack_ps = 1110
fin_crit_sh = 1.110
rsz0062_at_grt = true
tightest_slew_ps = 196.9

[grt]
grt_busiest_layer = met2
gr-usage-met1 = 0.08137
met2_usage = 0.1265
track_usage = 0.07695
gr-total-overflow = 0
first_global_vias = 2644
grt_max_degree = 38
antenna_found_initial = 0
grt_use_met3 = 0.05444
grt_pass1_wl_um = 17240

[critical_path]
path_class = flip-flop to output port
crit_fanout = 1
critPathMaxStageDelay_ps = 370
cp.required_ps = 800
critPathArrivalTime_ps = 910
cp.buffers_inverters = 1
crit_family = flip-flops
end_kind = output port
critPathSlowestCell = edfxtp_1
startpoint_type = flip-flop
cp_cell_sequence = buf_2

[drt]
drtIter0Drc = 78
drc = 0
first_pass_iters = 3
antenna_left = 0
via_count = 2397
n_antenna_cell = 0
routed_wl_um = 11740
wl_per_cell_um = 15.90
viasPerCell = 3.248

[final_layout]
drive_gt1_frac = 0.3859
syn_to_final_growth_pct = 77.49
final_cells = 738
final_util = 0.3009
comb_area_um2 = 0
logic_gates = 0

[place]
port_buffers = 259
dp_slack_ps = -33.47
post-dp-hpwl_um = 9326
numPlacedInstances = 707
place_congestion = 0.7277

[power]
power_density_nw_per_um2 = 1989
p_leak_nw = 2.604
vdd_drop_max_mv = 0.9747
power_w = 0.01367

[clock_network]
path_clk_slew_ps = 50
holdBufCountCts = 0
cts_root_buf = clkbuf_16
cts_inserted_buffers = 17
cts_max_path_buffers = 2
htree_num_levels = 4
cts_num_sinks = 129
cts_tree = done

[job]
tool_warnings = 28
drv.max_cap_violation_count = 0

[worst_hold_path]
hp-class = input port to flip-flop

layout make-up:
type | instances | area, µm²
Clock buffer | 18 | 429.2
Timing Repair Buffer | 265 | 2018
Tap cell | 313 | 391.6
Sequential cell | 129 | 3874
Clock inverter | 13 | 162.7
Fill cell | 2314 | 15970
power breakdown:
part	total (W)	switching, W	internal [W]
logic	0.000993	0.000278	0.000715
clock network	0.00617	0.00226	0.00391
registers	0.00651	0.0000872	0.00643
total	0.0137	0.00262	0.0110
kinds of logic (layout without fill, tap and decap cells):
| kind of cell | count (synthesis) | count (layout) | synth area share |
|---|---|---|---|
| buffers and inverters | 0 | 296 | 0 |
| DFF | 129 | 129 | 1.000 |
sequential cells by signal, indices dropped and copies added (netlist names):
name,cells
aluOp.out,6
shift.out,5
nextPC.out,9
sxImm.out,32
rd.out,5
valA.out,32
PCSel.out,1
valB.out,32
opCode.out,6
immSel.out,1
per-layer routing:
layer  up-vias  part of all wire
met5         -                 0
met4         0             0.011
met3         7              0.14
met2       147              0.50
met1      1142              0.35
li1       1101                 -
synthesized netlist by cell type:
cell and instances:
edfxtp_1 129
final timing paths:
kind                          from            end  slack (ps)  cells after the start
worst max-delay path  sxImm.out[0]    sxImmOut[0]        -110                      1
worst min-delay path            en  nextPC.out[8]         100                      1
what timing repair did:
item | 4_1_cts | 5_1_grt
buffers inserted | 0 | 0
pin swaps | 0 | 0
resized | 415 | 0
endpoints found under the setup margin | 129 | 129
placed cells by master, fill, tap and decap left out:
cell type / count
buf_12: 2
buf_2: 129
buf_4: 4
buf_6: 1
bufinv_16: 3
clkbuf_1: 1
clkbuf_16: 17
clkdlybuf4s50_1: 129
clkinv_1: 2
clkinv_2: 1
clkinv_4: 5
clkinvlp_4: 1
edfxtp_1: 129
inv_6: 1
stage by stage:
| stage | hold WS [ps] | instance area [µm²] |
|---|---|---|
| floorplan | 298.9 | 3874 |
| global placement | 522.5 | 6929 |
| detailed placement | 526.9 | 6929 |
| CTS | 97.14 | 6875 |
| global route | 103.2 | 6875 |
| finish | 102.4 | 6875 |
No activity file was given, so power comes from the tool's default toggle rates.
