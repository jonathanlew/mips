File: design/flow/run.sh
#!/bin/bash
# OpenROAD 26Q1-2900-gdf79404cd8, Yosys 0.63+post, stock flow scripts
make -C /OpenROAD-flow-scripts/flow DESIGN_CONFIG=/design/flow/config.mk WORK_HOME=/design/flow/orfs finish
File: design/flow/config.mk
export PLATFORM = sky130hd
export DESIGN_NAME = RAM
export DESIGN_NICKNAME = RAM
export VERILOG_FILES = /design/flow/design.v
export SDC_FILE = /design/flow/constraint.sdc
export NUM_CORES = 4
export LEC_CHECK = 1
export CORE_UTILIZATION = 50
export SYNTH_HDL_FRONTEND = slang
export SYNTH_MEMORY_MAX_BITS = 65536
File: design/flow/constraint.sdc
current_design RAM

set clk_period 29.8
set clk_io_pct 0.2

create_clock -name clk0 -period $clk_period [get_ports {clk}]

set non_clock_inputs [all_inputs -no_clocks]
set_input_delay [expr $clk_period * $clk_io_pct] -clock clk0 $non_clock_inputs
set_output_delay [expr $clk_period * $clk_io_pct] -clock clk0 [all_outputs]
File: design/flow/design.v
module regfile ( 
                clk,readA,readB,writeAddr,write,din,
                doutA,doutB
                );
    parameter data_width = 32; 
    parameter addr_width = 5;
    input  clk;
    input  [addr_width-1:0] readA,readB,writeAddr;
    input  write;
    input  [data_width-1:0] din;
    output [data_width-1:0] doutA, doutB;
    reg    [data_width-1:0] mem [2**addr_width-1:0];
    assign doutA = mem[readA];
    assign doutB = mem[readB];
    always @ (posedge clk) begin
      if (write)
        mem[writeAddr] <= din;
    end 
endmodule
module RAM(clk, read_address, write_address, write, din, dout);
  parameter data_width = 32;
  parameter addr_width = 8;
  parameter filename = "lab8fig2.txt";
  input clk;
  input [addr_width-1:0] read_address, write_address;
  input write;
  input [data_width-1:0] din;
  output [data_width-1:0] dout;
  reg [data_width-1:0] dout;
  reg [data_width-1:0] mem [2**addr_width-1:0];
  initial $readmemb(filename, mem);
  always @ (posedge clk) begin
    if (write)
      mem[write_address] <= din;
    dout <= mem[read_address];  
  end
endmodule
==> Slide: Implementation Results <==
Key Metrics from the Run

Route
  • Routed vias: 158,000
  • Post-route DRC violation count: 0
  • Post-detailed-route wirelength per cell: 39.9 microns
  • Count of nets left with antenna violations after detail routing: 0
  • Wire length after detailed routing: 985,000 microns
  • Iteration-0 DRC Markers: 9,898
  • TritonRoute pass-1 iters: 6
  • Vias per cell: 6.40

Worst setup path
  • Endpoint arrival time on the critical path: 13.56 ns
  • Slowest stage cell, crit path: sky130_fd_sc_hd__a2111oi_1
  • Top cell by count, worst path: sky130_fd_sc_hd__buf_4
  • Slowest stage delay, CP: 1.28 ns
  • Worst Path Max Fanout: 66
  • Crit end category: flip-flop
  • Critical Path RT: 30.92 ns
  • Category of the most critical setup path: in -> reg
  • Crit-path cells: buf_16 > buf_4 > buf_4 > buf_4 > buf_4 > buf_4 > buf_4 > buf_4 > mux2i_1 > nor2_1 > a2111oi_1 > buf_4 > a2111o_1 > a21oi_1 > and4_1
  • Startpoint class of the critical path: input pin

Yosys
  • Most frequent cell after synthesis: sky130_fd_sc_hd__edfxtp_1
  • Top cells by area, synth: sky130_fd_sc_hd__edfxtp_1 78%, sky130_fd_sc_hd__mux4_2 11%, sky130_fd_sc_hd__mux2i_1 3.9%
  • Chip area from the yosys synthesis statistics: 316,000 sq um
  • Fraction of registers with async set/reset: 0
  • Top cell types by occurrence after synthesis: 8,192 x sky130_fd_sc_hd__edfxtp_1, 1,534 x sky130_fd_sc_hd__mux4_2, 1,234 x sky130_fd_sc_hd__mux2i_1
  • Cell type with the largest total area after synthesis: sky130_fd_sc_hd__edfxtp_1
  • Post-Synthesis Cell Area: 316,000 sq um
  • Post-synthesis sequential element count: 8,224
  • Proportion of synthesized chip area in sequential cells: 0.781
  • Number of warnings printed during yosys synthesis: 0
  • Number of distinct library cell variants in the gate-level netlist after synthesis: 62
  • Synthesized area per cell: 21.9 sq um
  • Top_reg_cell synth: sky130_fd_sc_hd__edfxtp_1
  • Post-synth top area share: 0.779
  • # Cells Yosys: 14,400
  • Number of cells produced by synthesis: 14,400
  • Count of library flops with an enable pin: 8,192

Clock network
  • Number of buffers added by the clock tree synthesis step: 806
  • Hold-fix buffers at CTS: 0
  • Sinks on the clock net: 8,224
  • H-Tree Level Count: 6
  • Later-pin clock latency in the skew report: 1.23 ns
  • Clock tree from TritonCTS: built
  • Post CTS Setup Buffer Count: 0
  • Clock slew seen by the registers of the worst setup and hold paths: 0.07 ns
  • Clk Tree Root Cell: sky130_fd_sc_hd__clkbuf_16
  • Buffer levels on the longest clock path: 4
  • Quantity of gates resized following cts: 0

STA
  • Pins over their slew limit: 4
  • Transition time at the pin with the least slew margin: 1.64 ns
  • Unrepaired setup endpoints after global routing: false
  • Total Neg Setup Slack: 0 ns
  • Number of endpoints failing setup at the final stage: 0
  • Fin crit period: 12.43 ns
  • Largest clock skew in the final design: 0.125 ns
  • Post-route clock period utilization: 0.417
  • Relative slew margins: -0.0972
  • Fmax: 80.4 MHz
  • Final Hold Fails: 0

Global route
  • Number of global-route vias before repair: 174,000
  • Total global-route track usage: 0.354
  • Largest net degree at the start of global routing: 102
  • Antenna violations before repair: 111
  • First-pass GRT wire length: 1,350,000 microns
  • Total global routing overflow: 0

Finish
  • Proportion of layout cells with a drive suffix above 1: 0.255
  • Layout filler cell count: 44,400
  • Post-route insts no fill: 24,700
  • Area added between synthesis and finish: 13.5%

Power and ir drop
  • Maximum resistive drop on vdd: 0.0000703 V
  • Power density relative to cell area: 67.1 nW/um^2
  • Total leakage power: 113 nW

Worst hold path
  • Min-delay worst type: reg -> reg

Status
  • Violations in the final reports: max-capacitance violations, max-slew violations
  • Outcome: finished with violations

Floorplan
  • Num ports: 82
  • Horizontal die size: 797 microns
  • CORE AREA: 628,000 sq um
  • Total number of placement rows: 291
  • Die H: 797 microns
  • Pre-placement core utilization: 0.502
  • Overall die area: 635,000 sq um

Place
  • Final weighted congestion in routability-driven placement: 1.00
  • Hpwl dp: 596,000 microns
  • Cell count after placement: 22,900
  • IO buf count: 81

Run
  • Total of max-cap violations: 2
  • Log Warnings: 31
worst max-delay path: cells and delay by family:
| family | cells | cell delay, ns |
|---|---|---|
| buf+inv | 9 | 5.17 |
| compound gates | 3 | 1.50 |
| mux | 1 | 0.30 |
| simple gates | 2 | 0.27 |
kinds of logic after synthesis:
| kind of cell | Yosys count | share of synthesized area |
|---|---|---|
| buf+inv | 904 | 0.0168 |
| mux | 2877 | 0.153 |
| simple gates | 1008 | 0.0162 |
| compound gates | 1422 | 0.0326 |
| flops | 8224 | 0.781 |
layout make-up:
class	instances	area, sq um	area share
Antenna cell	244	611	0.00170
Clock buffer	1001	21200	0.0592
Clock inverter	482	4670	0.0130
Inverter	27	116	0.000325
Multi-Input combinational cell	5307	66200	0.185
Sequential cell	8224	247000	0.689
Tap cell	8350	10400	0.0292
Timing Repair Buffer	1028	8300	0.0232
layout by cell type (no fill, tap or decap), types with 35 or more instances in the layout:
cell type,synthesis,layout
sky130_fd_sc_hd__diode_2,0,244
sky130_fd_sc_hd__edfxtp_1,8192,8192
sky130_fd_sc_hd__mux2_2,99,99
sky130_fd_sc_hd__clkbuf_16,0,818
sky130_fd_sc_hd__clkdlybuf4s50_1,0,43
sky130_fd_sc_hd__buf_4,108,929
sky130_fd_sc_hd__a211oi_1,74,63
sky130_fd_sc_hd__nor4_1,44,35
sky130_fd_sc_hd__nand4_1,67,67
sky130_fd_sc_hd__nor3_1,139,130
sky130_fd_sc_hd__nand3_1,85,66
sky130_fd_sc_hd__buf_8,40,35
sky130_fd_sc_hd__a21oi_1,313,312
sky130_fd_sc_hd__bufinv_16,0,71
sky130_fd_sc_hd__clkbuf_1,387,178
sky130_fd_sc_hd__o221ai_1,383,382
sky130_fd_sc_hd__o21ai_0,50,44
sky130_fd_sc_hd__a221oi_1,97,91
sky130_fd_sc_hd__nand2_1,63,55
sky130_fd_sc_hd__nor2_4,0,259
sky130_fd_sc_hd__clkinv_1,1,213
sky130_fd_sc_hd__o211ai_1,35,35
sky130_fd_sc_hd__a22oi_1,131,131
sky130_fd_sc_hd__mux2i_1,1234,1234
sky130_fd_sc_hd__clkinv_2,0,139
sky130_fd_sc_hd__nand2b_1,53,51
sky130_fd_sc_hd__nor2b_1,59,54
sky130_fd_sc_hd__nor2_1,383,120
sky130_fd_sc_hd__mux4_2,1534,1534
sky130_fd_sc_hd__o22ai_1,181,180
worst paths after layout:
check        cells after the start  endpoint       startpoint  slack (ns)
max                             15  dout[28]  read_address[0]       17.37
min                              6  dout[11]      mem[82][11]        1.01
max reg2reg                      6   dout[2]        mem[9][2]       26.12
min reg2reg                      6  dout[11]      mem[82][11]        1.01
power by group:
part | internal, mW | switching [mW] | leakage (nW)
Sequential | 12.8 | 0.0413 | 73.9
Combinational | 0.396 | 0.874 | 26.7
Clock | 5.66 | 4.30 | 12.6
per-stage QoR:
stage	power, mW	utilization	hold slack [ns]	worst slack [ns]	cell area (sq um)
2_1_floorplan	13.6	-	0.815	20.98	316000
3_3_place_gp	14.3	0.528	1.01	15.82	332000
3_5_place_dp	14.3	0.528	1.03	16.32	332000
4_1_cts	24.1	0.569	1.05	17.55	358000
5_1_grt	24.6	0.569	1.10	16.99	358000
6_report	24.0	0.570	1.01	17.37	358000
routing by layer:
metal	vias up	routed length [microns]	track usage
met3	2263	229000	0.354
met4	160	60000	0.154
met1	78300	256000	0.365
met5	-	7650	0.112
li1	63700	-	-
met2	13400	432000	0.464
state kept, by name, indices dropped and copies added (netlist names):
signal	cells
mem	8192
dout	32
Power is estimated from default activity; no workload was simulated.
